==> /design/flow/design.v <==
`timescale 1ns / 1ps
module top_module(
    input clk,       
    input btnR,      
    output [6:0] seg, 
    output dp,       
    output [3:0] an  
);
wire rstn;
assign rstn=~btnR;
reg clk_500hz_r;
reg clk_1khz_r;
reg [16:0]cnter_500hz_r;     
reg [23:0] cnter_1khz_r;      
always@(posedge clk, negedge rstn)begin
    if(!rstn)begin               
        clk_500hz_r <= 1'b0;     
        cnter_500hz_r <= 17'd0;  
    end
    else begin
        if(cnter_500hz_r == 17'd100_000-1'b1)begin    
            clk_500hz_r <= ~clk_500hz_r;         
            cnter_500hz_r <= 17'd0;              
        end
        else
            cnter_500hz_r <= cnter_500hz_r +1'b1;  
    end
end
always@(posedge clk, negedge rstn)begin
    if(!rstn)begin               
        clk_1khz_r <= 1'b0;     
        cnter_1khz_r <= 24'd0;  
    end
    else begin
        if(cnter_1khz_r == 24'd50000-1'b1)begin    
            clk_1khz_r <= ~clk_1khz_r;         
            cnter_1khz_r <= 24'd0;              
        end
        else
            cnter_1khz_r <= cnter_1khz_r +1'b1;  
    end
end
reg [7:0] segment_r;         
assign dp =  segment_r[7];   
assign seg[6:0] = segment_r[6:0];    
reg [3:0] cur_num_r;         
wire [15:0] bcd_num;         
reg [3:0] an_r;              
assign an = ~an_r;           
always @(negedge rstn,posedge clk_500hz_r)begin
    if(!rstn)begin
        an_r <= 4'b0000;     
    end
    else begin
        case(an_r)                  
        4'b0001: an_r <= 4'b0010;    
        4'b0010: an_r <= 4'b0100;    
        4'b0100: an_r <= 4'b1000;    
        default: an_r <= 4'b0001;    
        endcase
    end
end
always @(an_r,bcd_num)begin
    case(an_r)
        4'b0001: cur_num_r <= bcd_num[3:0];
        4'b0010: cur_num_r <= bcd_num[7:4];
        4'b0100: cur_num_r <= bcd_num[11:8];
        4'b1000: cur_num_r <= bcd_num[15:12];
        default: cur_num_r <= 4'b0;
    endcase    
end
always @(cur_num_r) begin
    case(cur_num_r)
        4'h0:segment_r <= 8'hc0;     
        4'h1:segment_r <= 8'hf9;     
        4'h2:segment_r <= 8'ha4;     
        4'h3:segment_r <= 8'hb0;     
        4'h4:segment_r <= 8'h99;     
        4'h5:segment_r <= 8'h92;     
        4'h6:segment_r <= 8'h82;     
        4'h7:segment_r <= 8'hF8;     
        4'h8:segment_r <= 8'h80;     
        4'h9:segment_r <= 8'h90;     
        default: segment_r <= 8'hff;
    endcase
end
reg [3:0] sec_unit_bcd_r,sec_deca_bcd_r,min_unit_bcd_r,min_deca_bcd_r;  
reg sec_unit_cout,sec_deca_cout,min_unit_cout;  
always @(posedge clk_1khz_r or negedge rstn)begin
    if(!rstn)begin
        sec_unit_bcd_r <= 4'd0;  
        sec_unit_cout <= 1'b0;   
    end
    else begin
        if(sec_unit_bcd_r == 4'h9)begin
            sec_unit_cout <= 1'b1;   
            sec_unit_bcd_r <= 4'd0;  
        end
        else begin
            sec_unit_cout <= 1'b0;                       
            sec_unit_bcd_r <= sec_unit_bcd_r + 1'b1;  
        end
    end
end
always @(posedge sec_unit_cout or negedge rstn)begin
    if(!rstn)begin
        sec_deca_bcd_r <= 4'd0;
        sec_deca_cout <= 1'b0;
    end
    else begin
        if(sec_deca_bcd_r == 4'h5)begin
            sec_deca_cout <= 1'b1;
            sec_deca_bcd_r <= 4'd0;
        end
        else begin
            sec_deca_cout <= 1'b0;
            sec_deca_bcd_r <= sec_deca_bcd_r + 1'b1;
        end
    end
end
always @(posedge sec_deca_cout or negedge rstn)begin
    if(!rstn)begin
        min_unit_bcd_r <= 4'd0;
        min_unit_cout <= 1'b0;
    end
    else begin
        if(min_unit_bcd_r == 4'h9)begin
            min_unit_cout <= 1'b1;
            min_unit_bcd_r <= 4'd0;
        end
        else begin
            min_unit_cout <= 1'b0;
            min_unit_bcd_r <= min_unit_bcd_r + 1'b1;
        end
    end
end
always @(posedge min_unit_cout or negedge rstn)begin
    if(!rstn)begin
        min_deca_bcd_r <= 4'd0;
    end
    else begin
        if(min_deca_bcd_r == 4'h9)begin
            min_deca_bcd_r <= 4'd0;
        end
        else begin
            min_deca_bcd_r <= min_deca_bcd_r + 1'b1;
        end
    end
end
assign  bcd_num[15:12]  = min_deca_bcd_r;
assign  bcd_num[11:8]   = min_unit_bcd_r;
assign  bcd_num[7:4]    = sec_deca_bcd_r;
assign  bcd_num[3:0]    = sec_unit_bcd_r;
endmodule
==> /design/flow/run.sh <==
#!/bin/bash
# OpenROAD 26Q1-2900-gdf79404cd8, Yosys 0.63+post, stock flow scripts
make -C /OpenROAD-flow-scripts/flow DESIGN_CONFIG=/design/flow/config.mk WORK_HOME=/design/flow/orfs finish
==> /design/flow/config.mk <==
export PLATFORM = sky130hd
export DESIGN_NAME = top_module
export DESIGN_NICKNAME = top_module
export VERILOG_FILES = /design/flow/design.v
export SDC_FILE = /design/flow/constraint.sdc
export NUM_CORES = 4
export LEC_CHECK = 1
export CORE_UTILIZATION = 30
==> /design/flow/constraint.sdc <==
current_design top_module

set clk_period 4.1
set clk_io_pct 0.2

create_clock -name clk0 -period $clk_period [get_ports {clk}]

set non_clock_inputs [all_inputs -no_clocks]
set_input_delay [expr $clk_period * $clk_io_pct] -clock clk0 $non_clock_inputs
set_output_delay [expr $clk_period * $clk_io_pct] -clock clk0 [all_outputs]
==> flow_metrics.env <==
# implementation run metrics
export IMPL_drt_pass1_iter_count=4
export IMPL_leakage_nw=1.61
export IMPL_arrival_ns=2.09
export IMPL_die_w_um=106
export IMPL_portBuffers=12
export IMPL_untimed_endpoints=34
export IMPL_crit_chain="ha_1 > and4_1 > nand2_1 > nor3_4 > o21ai_0 > a22o_1"
export IMPL_synthTopLogicFamily="simple AND/OR/NAND/NOR gates"
export IMPL_dr_first_iter_drc_count=90
export IMPL_status="complete, no violations"
export IMPL_grt_max_degree=38
export IMPL_clk_pin_slew_worst_paths_ns=0.08
export IMPL_internal_power_mw=0.668
export IMPL_synth_cell_type_count=42
export IMPL_crit_path_start_kind="register"
export IMPL_wl_per_cell_um=11.2
export IMPL_grt_overflow_total=0
export IMPL_fmax_ghz=0.524
export IMPL_setup_viol=0
export IMPL_ir_drop_uv=127
export IMPL_ant_nets=0
export IMPL_path_delay_family="simple AND/OR/NAND/NOR gates"
export IMPL_numSynthFlops=66
export IMPL_mux_share_pct=2.64
export IMPL_fin_crit_sh_pct=46.6
export IMPL_layout_top_cell="dfrtp_1"
export IMPL_synthAoiAreaFrac_pct=7.76
export IMPL_critPathKind="reg2reg"
export IMPL_syn2layout_area_growth_pct=12.3
export IMPL_antenna_found_initial=0
export IMPL_num_vias=2109
export IMPL_xor_area_share_pct=11.4
export IMPL_yosysCellCount=304
export IMPL_ys_seq_share_pct=51.2
export IMPL_netlist_instances=304
export IMPL_grt_pass1_wl_um=9540
export IMPL_wl_um=5130
export IMPL_synthArstFlopShare_pct=100
export IMPL_post_route_drc_count=0
export IMPL_most_common_layout_cells="dfrtp_1, nand2_1, xnor2_1"
export IMPL_cts_setup_buffers=0
export IMPL_synthSimpleGateAreaFrac_pct=21.2
export IMPL_gp_congestion=0.794
export IMPL_powerDensity_mw_per_mm2=226
export IMPL_htreeDepth=2
export IMPL_slew_headroom_pct=48.5
export IMPL_power_frac_comb_pct=1.7
export IMPL_p_sw_mw=0.151
export IMPL_power_mw=0.819
export IMPL_seq_power_share_pct=51.7
export IMPL_grt_pass1_vias=2037
export IMPL_fp_util_pct=31.1
export IMPL_critPathMaxFanout=10
export IMPL_cp_slowest_cell="nor3_4"
export IMPL_io_pins=14
export IMPL_unclocked_pins=23
export IMPL_dpl_hpwl_um=3820
export IMPL_hold_path_class="reg2reg"
export IMPL_clock_latency_ns=0.29
export IMPL_timing_hold_ws_ns=0.481
export IMPL_required_ns=4.28
export IMPL_die_area_mm2=0.0112
export IMPL_finalNonFillerCells=457
export IMPL_core_area_mm2=0.0104
export IMPL_p_sw_share_pct=18.4
export IMPL_clock_skew_ns=0.00760
export IMPL_drive_above_1_share_pct=5.30
export IMPL_ys_warn_count=1
export IMPL_root_buffer="clkbuf_8"
export IMPL_cp_slowest_stage_delay_ns=0.42
export IMPL_rows=37
export IMPL_grt_setup_unrepaired="no"
export IMPL_netlist_area_mm2=0.00323
export IMPL_yosysChipArea_mm2=0.00323
export IMPL_adder_share_pct=2.72
export IMPL_cts_inserted_buffers=5
export IMPL_post_route_min_period_ns=1.91
export IMPL_dpl_cell_count=449
export IMPL_antenna_cells=0
export IMPL_crit_buf_inv=0
export IMPL_avgSynthCellArea_um2=10.6
export IMPL_clockBufferDepth=2
export IMPL_drv_cap=0
export IMPL_vias_per_cell=4.61
export IMPL_postCtsResizedCells=0
export IMPL_p_clk_share_pct=46.6
export IMPL_edf_count=0
export IMPL_slew_violations=0
export IMPL_finalHoldViolCount=0
export IMPL_synthFlopType="dfrtp_1"
export IMPL_final_setup_tns_ns=0
export IMPL_hold_buffers=0
export IMPL_tightest_slew_ns=0.771
export IMPL_tritoncts="built"
export IMPL_cp_end_kind="register"
export IMPL_die_h_um=106
export IMPL_warnings=29
export IMPL_grt_use_total_pct=10.5
## cell usage after synthesis (2+ instances only)
library cell	number	area [um^2]
mux2i_1	7	70.1
nor2b_1	8	50.1
nor4_1	4	25.0
or3_1	2	12.5
and2_1	2	12.5
a22o_1	7	61.3
a21oi_1	5	25.0
nor2_1	24	90.1
dfrtp_1	66	1650
and3_1	6	37.5
nor3_1	8	40.0
nand4_1	8	50.1
nor3b_1	2	15.0
and4_1	4	35.0
xnor2_1	27	236
inv_1	16	60.1
nand2_1	29	109
nand2b_1	3	18.8
buf_6	2	22.5
nor3_4	2	32.5
o21ai_0	12	60.1
nand3_1	16	80.1
ha_1	7	87.6
xor2_1	15	131
a32o_1	3	30.0
a31oi_1	3	18.8
## logic make-up after synthesis
kind of cell               Yosys count
xor gates and xnor gates            42
buffers and inverters               20
and+or+nand+nor                    124
other                                1
muxes                                8
adders and majority gates            7
DFF                                 66
AOI/OAI and AO/OA                   36
## worst paths after layout
path | startpoint | endpoint | slack, ns | cells after the start
max in group asynchronous | btnR | cnter_500hz_r[7]$_DFF_PP0_ | 2.26 | 3
worst min-delay path | cnter_1khz_r[23]$_DFF_PP0_ | cnter_1khz_r[23]$_DFF_PP0_ | 0.48 | 1
min in group asynchronous | btnR | cnter_1khz_r[1]$_DFF_PP0_ | 0.98 | 2
worst max-delay path | cnter_500hz_r[0]$_DFF_PP0_ | cnter_500hz_r[10]$_DFF_PP0_ | 2.19 | 6
worst max register to register | cnter_500hz_r[0]$_DFF_PP0_ | cnter_500hz_r[10]$_DFF_PP0_ | 2.19 | 6
worst min register to register | cnter_1khz_r[23]$_DFF_PP0_ | cnter_1khz_r[23]$_DFF_PP0_ | 0.48 | 1
## layout make-up
type | instances | area (um^2)
timing repair buffer | 13 | 128
clock inverter | 2 | 60.1
clock buffer | 6 | 72.6
sequential | 66 | 1650
inverter | 16 | 60.1
tap | 136 | 170
fill | 1041 | 6750
multi-input combinational | 218 | 1480
## metrics by stage
step | util [%] | area (um^2) | worst slack [ns]
5_1_grt | 34.9 | 3620 | 2.03
2_1_floorplan | - | 3230 | 1.63
3_5_place_dp | 33.6 | 3490 | 1.86
3_3_place_gp | 33.6 | 3490 | 1.87
4_1_cts | 34.9 | 3620 | 2.17
6_report | 34.9 | 3620 | 2.19
## power by group through the flow
stage                 combinational (mW)  sequential (mW)  clock (mW)
final                             0.0137            0.423       0.382
after CTS                         0.0149            0.423       0.393
after global routing              0.0168            0.423       0.412
## registers in the layout, indices dropped and copies added, names as in the netlist
signal,count
sec_unit_cout,1
sec_unit_bcd_r,4
min_unit_cout,1
an_r,4
clk_1khz_r,1
cnter_500hz_r,17
sec_deca_bcd_r,4
min_deca_bcd_r,4
sec_deca_cout,1
clk_500hz_r,1
cnter_1khz_r,24
min_unit_bcd_r,4
## routing by layer
metal	wire, um	track usage [%]	up-vias
met5	0	0	-
met4	67	1.09	0
met3	130	1.45	5
met2	2130	15.7	29
met1	2800	17.1	992
li1	-	-	1083
Power and IR drop assume default switching activity.
